`design/flow/design.v`:
```
module DPWM_dead_time_circuit(clk,f_pwm,cont_out,Q_H,Q_L);
input clk,f_pwm;
input signed [18:0]cont_out;     
output Q_H,Q_L;
wire rst;
reg q_pwm;
reg[7:0]shift=0;
reg pwm_delay;
wire signed [11:0]controller_output;
reg signed [11:0]counter;        
initial
begin
counter=0;
end
assign controller_output={cont_out[18:7]};
always@(posedge clk)
begin
if(counter<=1)
begin
q_pwm<=1;
counter=counter+1;
end
else if(counter<=controller_output)
begin
q_pwm<=1;
counter=counter+1;
end
else if(counter==499)
begin
q_pwm<=0;
counter=0;
end
else 
begin
q_pwm<=0;
counter=counter+1;
end
end
always@(posedge clk)
begin
shift[0]<=q_pwm;
shift[1]<=shift[0];
shift[2]<=shift[1];
shift[3]<=shift[2];
shift[4]<=shift[3];
pwm_delay<=shift[4];
end
assign Q_H=q_pwm & pwm_delay;
assign Q_L=~(q_pwm | pwm_delay);
endmodule
module PID_CONTROLLER(clk,clk_adc,clk_dac,pwm_high,pwm_low,adc_data,dac_data,Q_load,Q_L_R_tran);
input clk,Q_L_R_tran;                                 
output clk_adc,clk_dac,pwm_high,pwm_low,Q_load;       
input signed [9:0]adc_data;                           
output [11:0]dac_data;                                
reg signed [9:0]N_out;
wire signed [9:0] N_e;
wire signed [18:0] N_con;
wire f_pwm;                                           
parameter K_p=10'sb0001_010000;                       
parameter K_i=10'sb0_001100011;                       
parameter K_d=10'sb0111_111111;                       
parameter N_ref_nom=10'sb0_010001010;                 
parameter delta_N_ref=10'sb0_000001110;               
wire signed [9:0]N_ref;
reg signed [9:0]N_ref_temp;
always@(posedge f_pwm)
begin                                                 
N_out<={adc_data[9:1],1'b0};                          
end
assign N_e=N_ref-N_out;
clock_generator u1(.f_clk(clk),.f_adc_clock(clk_adc),.f_dac_clock(clk_dac),.f_sw(f_pwm));
digital_PID_controller u2(.f_pwm(f_pwm),.N_er(N_e),.N_con(N_con),.K_p(K_p),.K_i(K_i),.K_d(K_d));
DPWM_dead_time_circuit u6(.clk(clk),.f_pwm(f_pwm),.cont_out(N_con),.Q_H(pwm_high),.Q_L(pwm_low));
parameter N_tran=100;
reg[9:0]counter1;
reg Q_tran;
wire Q_tran__type;
assign Q_tran_type=Q_L_R_tran;                       
initial
begin
counter1=0;
end
always@(posedge f_pwm)
begin
if(counter1<=N_tran/2)
begin
Q_tran<=0;
N_ref_temp<=N_ref_nom;
counter1<=counter1+1;
end
else if(counter1==N_tran)
begin
Q_tran<=0;
N_ref_temp<=N_ref_nom;
counter1<=0;
end
else 
begin
Q_tran<=1;
N_ref_temp<=N_ref_nom+delta_N_ref;
counter1<=counter1+1;
end
end
assign Q_load=Q_tran_type?0:Q_tran;
assign N_ref=Q_tran_type?N_ref_temp:N_ref_nom;
assign dac_data=12'b0;
endmodule
module clock_generator(f_clk,f_adc_clock,f_dac_clock,f_sw);
input f_clk;
output reg f_adc_clock,f_dac_clock,f_sw;
parameter N_sw=499;                                 
parameter N_adc=3;                                  
reg [9:0]counter1,counter2;
initial 
begin
counter1=0;
counter2=0;
end
always@(posedge f_clk)
begin
if(counter1<=10)
begin
f_sw<=1;
counter1<=counter1+1;
end
else if (counter1==N_sw)
begin
f_sw<=1;
counter1<=0;
end
else
begin
f_sw<=0;
counter1<=counter1+1;
end
end
always@(posedge f_clk)
begin
if(counter2<=0)
begin
f_adc_clock<=0;
f_dac_clock<=0;
counter2<=counter2+1;
end
else if(counter2==N_adc)
begin
f_adc_clock<=1;
f_dac_clock<=1;
counter2<=0;
end
else 
begin
f_adc_clock<=0;
f_dac_clock<=0;
counter2<=counter2+1;
end
end
endmodule
module digital_PID_controller(f_pwm,N_er,N_con,K_p,K_i,K_d);
input signed[9:0]N_er,K_p,K_i,K_d;
input f_pwm;
output signed [18:0]N_con;
wire signed [19:0]N_prop_temp,N_int_temp1;
reg signed [19:0]N_der_temp;
wire signed [18:0]N_prop,N_int_temp2,N_int_inst,N_der;  
reg signed [18:0]N_int,N_int_temp3,N_int_temp4;
reg signed [9:0]N_er_prev;
parameter u_int_max=19'sb0_111111111111111110;
assign N_prop_temp=K_p*N_er;
assign N_int_temp1=K_i*N_er;
always@(posedge f_pwm)
begin
N_der_temp=K_d*(N_er-N_er_prev);
N_er_prev=N_er;
end
assign N_prop={N_prop_temp[18:0]};        
assign N_int_temp2={N_int_temp1[18:0]};
assign N_der={N_der_temp[18:0]};
always@(posedge f_pwm)
begin
N_int_temp4=N_int_temp2+N_int_temp3;
N_int_temp3=N_int_temp4;
end
assign N_int_inst={N_int_temp4[18],N_int_temp4[18],N_int_temp4[18],{N_int_temp4[18:3]}};
always@(posedge f_pwm)
begin
if(N_int_inst>u_int_max)
N_int<=u_int_max;
else
N_int<=N_int_inst;
end
assign N_con=N_prop+N_int+N_der;
endmodule
```
`design/flow/constraint.sdc`:
```
current_design PID_CONTROLLER

set clk_period 10.1
set clk_io_pct 0.2

create_clock -name clk0 -period $clk_period [get_ports {clk}]

set non_clock_inputs [all_inputs -no_clocks]
set_input_delay [expr $clk_period * $clk_io_pct] -clock clk0 $non_clock_inputs
set_output_delay [expr $clk_period * $clk_io_pct] -clock clk0 [all_outputs]
```
`design/flow/config.mk`:
```
export PLATFORM = sky130hd
export DESIGN_NAME = PID_CONTROLLER
export DESIGN_NICKNAME = PID_CONTROLLER
export VERILOG_FILES = /design/flow/design.v
export SDC_FILE = /design/flow/constraint.sdc
export NUM_CORES = 4
export LEC_CHECK = 1
export CORE_UTILIZATION = 40
```
`design/flow/run.sh`:
```
#!/bin/bash
# OpenROAD 26Q1-2900-gdf79404cd8, Yosys 0.63+post, stock flow scripts
make -C /OpenROAD-flow-scripts/flow DESIGN_CONFIG=/design/flow/config.mk WORK_HOME=/design/flow/orfs finish
```
==> flow_summary.rst <==
Physical design figures
=======================

.. list-table::
   :header-rows: 1

   * - Metric
     - Value
   * - Vias in the first global route
     - 6186
   * - Final worst hold slack
     - 0.323 ns
   * - Number of nets with antenna violations after routing
     - 0
   * - Run status
     - finished clean
   * - Core utilization before placement
     - 0.408
   * - Final count of pins violating max slew
     - 0
   * - Final-layout setup total negative slack
     - 0 ns
   * - Synth Warn #
     - 5
   * - FF+latch count, synth
     - 123
   * - Count of final hold-check violations
     - 0
   * - Antenna cell count
     - 0
   * - Pre-CTS WS
     - 1.40 ns
   * - Share of post-route cells with drive strength above 1
     - 0.0345
   * - Placeable core region
     - 25200 um^2
   * - Initial detailed-routing violation count
     - 233
   * - Die Width
     - 162 um
   * - Synthesized instance count
     - 1091
   * - Crit path top cell by count
     - ha_1
   * - Yosys top cell by area
     - dfxtp_1
   * - Post-layout min period
     - 8.41 ns
   * - Number of cells in Yosys stat
     - 1091
   * - Maximum VDD drop
     - 0.186 mV
   * - Via Count
     - 6493
   * - Count of endpoints without a timing constraint
     - 82
   * - Maximum number of pins on one net before global-route repair
     - 83
   * - Placed cell area
     - 10800 um^2
   * - Critical setup path kind
     - in -> reg
   * - Final core utilization
     - 0.434
   * - Hold buffer count at cts
     - 0
   * - Number of H-tree branching levels
     - 2
   * - Number of port buffers
     - 15
   * - Placed insts
     - 1425
   * - Number of optimization iterations in the first detailed-route pass
     - 4
   * - Clock slew at reported path FFs
     - 0.06 ns
   * - Number of cells in the finished layout apart from fillers
     - 1433
   * - Number of enable-type register cells in the synthesized netlist
     - 0
   * - # Max-Cap Violations
     - 0
   * - Top-Level Pins
     - 29
   * - Num CTS Buffers
     - 5
   * - Crit-path slowest cell
     - a2111oi_0
   * - Tightest slew margin relative to the limit
     - 0.497
   * - Post-CTS setup buffer count
     - 0
   * - Crit path launch type
     - primary input
   * - Cell type group with the largest total delay on the critical path
     - AND-OR/OR-AND gates
   * - Worst path required time
     - 10.29 ns
   * - Number of antenna violations at the first check in global routing
     - 0
   * - Layout Area Growth over Synthesis
     - 6.37%
   * - Final clock skew
     - 0.00289 ns
   * - Count of unique library cells instantiated by Yosys
     - 66
   * - Insertion delay at the late pin of the worst-skew pair
     - 0.28 ns
   * - Gr usage total
     - 0.137
   * - Final setup vio count
     - 0
   * - Critical path capture point type
     - flop
   * - Register pins left without a clock
     - 82
   * - Maximum number of buffers from clock root to sink
     - 2
   * - Async set-or-reset flop fraction in the synthesized netlist
     - 0
   * - Mapped Avg Cell Area
     - 9.41 um^2
   * - Worst path arrival time
     - 8.61 ns
   * - Worst setup margin
     - 1.69 ns
   * - Area of the die
     - 26300 um^2
   * - Post_cts resized
     - 0
   * - Clock tree from TritonCTS
     - yes
   * - Sequential-to-total area share from yosys stat
     - 0.240
   * - Highest clock rate
     - 119 MHz
   * - Per-cell via count in the routed design
     - 4.53
   * - Total wire length
     - 16.3 mm
   * - Setup repair after global routing missed its margin
     - false
   * - Number of standard-cell rows in the floorplan
     - 58
   * - Vertical die dimension
     - 162 um
   * - Worst stage delay on the critical path
     - 0.55 ns
   * - FILL cells
     - 2413
   * - Overall power of the completed layout
     - 0.741 mW
   * - Number of logged tool warnings
     - 37
   * - Slew at the pin closest to its max-slew limit
     - 0.754 ns
   * - Static Leakage
     - 5.37 nW
   * - Routability congestion estimate
     - 0.828
   * - YS chip area
     - 10300 um^2
   * - Final design area excluding fillers
     - 10900 um^2
   * - Crit path max fanout
     - 8
   * - Prevailing post-synth register cell
     - dfxtp_1
   * - Pwr dens
     - 67.8 nW/um^2
   * - Overall overflow remaining after global route
     - 0
   * - Logic area
     - 6800 um^2
   * - Cell types with the largest area share after synthesis
     - dfxtp_1 24%, fa_1 19%, ha_1 19%, inv_1 8.5%, xnor2_1 6.1%
   * - Storage element area
     - 2460 um^2
   * - DRC Markers
     - 0
   * - Cell chosen for the clock root
     - clkbuf_16
   * - WL per Instance
     - 11.4 um
   * - Area share of the largest cell type after synthesis
     - 0.240
   * - Worst path bufs/invs
     - 6
   * - Type of the tightest min-delay check
     - reg -> reg
   * - Wire length of the first global-routing pass
     - 28.5 mm
   * - Share of the clock period used by the worst path
     - 0.833
   * - Post-DP HPWL
     - 13.9 mm
   * - Mapped cell area
     - 10300 um^2
[final cells by class]
cell class,count,area share
clock buffer,5,0.0115
clock inverter,3,0.00160
inverter,234,0.0804
multi-input combinational,713,0.623
sequential,123,0.226
tap,330,0.0378
timing repair buffer,25,0.0206
[cell usage after synthesis (5+ instances only)]
cell        n
nor4_1      8
o21bai_1    9
nor2_1     61
xnor2_1    71
nand4_1     6
or2_2       8
ha_1      155
nand2b_1    8
o211ai_1    5
a21oi_1    42
inv_1     232
buf_4      13
nor2b_1    12
and3_1      6
xor2_1     28
nand3_1    30
fa_1       97
a211oi_1    5
and2_1      5
nand2_1    39
a21o_1      8
dfxtp_1   123
o21ai_0    20
o21a_1     10
clkbuf_1   18
nor3_1     16
[registers in the layout, indices dropped and copies added (netlist names)]
name	cells
Q_tran	1
u6.pwm_delay	1
u1.f_adc_clock	1
counter1	10
N_out	9
u2.N_int_temp3	18
u1.counter2	10
u2.N_er_prev	9
u6.shift	5
u6.counter	12
u1.counter1	10
u2.N_der_temp	18
N_ref_temp	1
u1.f_sw	1
u2.N_int	16
u6.q_pwm	1
[worst paths after layout]
kind,start,endpoint,slack [ns],cells past startpoint
worst max-delay path,Q_L_R_tran,u6.counter[0],1.69,30
worst min-delay path,u6.shift[0],u6.shift[1],0.32,0
worst max register to register,u6.counter[1],u6.counter[0],7.79,11
worst min register to register,u6.shift[0],u6.shift[1],0.32,0
[logic make-up after synthesis]
group	count (synthesis)	share of synthesized area
buffers and inverters	266	0.102
adder cells (fa/ha/maj)	253	0.379
XOR/XNOR	102	0.0909
multiplexers	1	0.000975
AND/OR/NAND/NOR	219	0.107
other	1	0.000365
flip-flops	123	0.240
AND-OR/OR-AND	126	0.0802
[layout by cell type, fill, tap and decap left out, drive strengths merged, types with 7 or more instances in the layout]
cell	synthesis	layout
clkdlybuf4s50	0	15
nor4	8	8
conb	1	12
or2	8	8
a21oi	42	42
dfxtp	123	123
inv	234	234
and3	7	7
nor2	62	62
o21ai	20	20
fa	97	97
o21a	10	10
nand2b	8	8
xor2	29	29
buf	14	10
nor2b	12	12
nand3	30	30
xnor2	72	72
nor3	16	16
a21o	8	8
nand2	39	39
o21bai	9	9
ha	155	155
[per-layer routing]
layer	up-vias	global-route usage	share of wire
met5	-	0	0
met4	0	0.00815	0.0069
met3	7	0.0169	0.026
met2	72	0.218	0.45
met1	2949	0.214	0.52
li1	3465	-	-
[where the power goes]
group	leakage (nW)	switching [mW]	internal [mW]
logic	4.28	0.219	0.200
clock network	0.0696	0.0597	0.0904
registers	1.02	0.0000621	0.172
total	5.37	0.278	0.462
Power figures rest on the tool's default switching activity, not on a simulated workload.
